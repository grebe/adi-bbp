==> /design/flow/design.v <==
module circularTable16(
  input                                    clock,
  input      [3:0] addr,
  output reg [16:0] data
);
  always @(posedge clock) begin
    case (addr)
      4'b0: data <= 17'h19220;
      4'b1: data <= 17'hed63;
      4'b10: data <= 17'h7d6e;
      4'b11: data <= 17'h3fab;
      4'b100: data <= 17'h1ff5;
      4'b101: data <= 17'hfff;
      4'b110: data <= 17'h800;
      4'b111: data <= 17'h400;
      4'b1000: data <= 17'h200;
      4'b1001: data <= 17'h100;
      4'b1010: data <= 17'h80;
      4'b1011: data <= 17'h40;
      4'b1100: data <= 17'h20;
      4'b1101: data <= 17'h10;
      4'b1110: data <= 17'h8;
      4'b1111: data <= 17'h4;
      default: data <= 17'h0;
    endcase
  end
endmodule
==> /design/flow/run.sh <==
#!/bin/bash
# OpenROAD 26Q1-2900-gdf79404cd8, Yosys 0.63+post, stock flow scripts
make -C /OpenROAD-flow-scripts/flow DESIGN_CONFIG=/design/flow/config.mk WORK_HOME=/design/flow/orfs finish
==> /design/flow/config.mk <==
export PLATFORM = sky130hd
export DESIGN_NAME = circularTable16
export DESIGN_NICKNAME = circularTable16
export VERILOG_FILES = /design/flow/design.v
export SDC_FILE = /design/flow/constraint.sdc
export NUM_CORES = 4
export LEC_CHECK = 1
export CORE_AREA = 10 10 70 70
export DIE_AREA = 0 0 80 80
==> /design/flow/constraint.sdc <==
current_design circularTable16

set clk_period 1.1
set clk_io_pct 0.2

create_clock -name clk0 -period $clk_period [get_ports {clock}]

set non_clock_inputs [all_inputs -no_clocks]
set_input_delay [expr $clk_period * $clk_io_pct] -clock clk0 $non_clock_inputs
set_output_delay [expr $clk_period * $clk_io_pct] -clock clk0 [all_outputs]
==> impl_metrics.env <==
# source this file to load flow results
export IMPL_clk_pin_slew_ns=0.09
export IMPL_hp_class="primary input to flop"
export IMPL_grt_max_degree=11
export IMPL_cp_slowest_cell="dfxtp_1"
export IMPL_ant_nets=0
export IMPL_overflow=0
export IMPL_leakage_nw=0.510
export IMPL_core_area_mm2=0.00342
export IMPL_rsz0062_at_grt="false"
export IMPL_antennaDiodeCount=0
export IMPL_maxCapViolCount=0
export IMPL_die_area_mm2=0.00640
export IMPL_grt_pass1_wl_mm=2.57
export IMPL_max_freq_ghz=0.952
export IMPL_path_cells="dlygate4sd2_1"
export IMPL_outcome="completed"
export IMPL_crit_required_ns=0.88
export IMPL_finalMaxSlewViolations=0
export IMPL_synthTopCellsByCount="17 x dfxtp_1, 7 x ha_1, 6 x nor2_1"
export IMPL_synth_cells=68
export IMPL_powerDensity_mw_per_mm2=1130
export IMPL_place_congestion=0.797
export IMPL_nFillCells=371
export IMPL_drt_wirelength_per_cell_um=10.4
export IMPL_cp_depth=1
export IMPL_p_sw_share_pct=23.2
export IMPL_period_used_pct=95.5
export IMPL_drt_iter0_drc=29
export IMPL_synthArstFlopShare_pct=0
export IMPL_fp_utilization_pct=20.4
export IMPL_clock_sinks=17
export IMPL_yosysWarnings=1
export IMPL_slew_headroom_pct=87.0
export IMPL_ys_cells=68
export IMPL_vias=579
export IMPL_edf_count=0
export IMPL_most_common_cell="dfxtp_1"
export IMPL_ys_flops=17
export IMPL_peakVddDrop_v=0.000560
export IMPL_ys_top_cells_by_area="dfxtp_1 49%, ha_1 13%, o21ai_1 3.6%, a21boi_1 3.2%, buf_6 3.2%"
export IMPL_cp_end_kind="output pin"
export IMPL_path_max_fanout=1
export IMPL_crit_family="flip-flops"
export IMPL_drc_errors=0
export IMPL_hold_viol=0
export IMPL_grt_usage_pct=4.95
export IMPL_warning_count=31
export IMPL_worst_path_buf_inv=1
export IMPL_htree_levels=1
export IMPL_cpPeakStageDelay_ns=0.31
export IMPL_cp_start_kind="flop"
export IMPL_cts_made_buffers=3
export IMPL_p_comb_share_pct=18.5
export IMPL_worstHoldPathCells=3
export IMPL_ios=22
export IMPL_synthFlopType="dfxtp_1"
export IMPL_p_sw_w=0.000280
export IMPL_portBuffers=21
export IMPL_finalCriticalPeriod_ns=1.05
export IMPL_clockPowerShare_pct=26.4
export IMPL_yosysUniqueCellTypes=23
export IMPL_hold_ws_ns=0.316
export IMPL_intPower_w=0.000927
export IMPL_cts_hold_buf=0
export IMPL_postSynthAreaPerCell_um2=10.2
export IMPL_fp_row_count=21
export IMPL_cts_root_buf="clkbuf_4"
export IMPL_top_regs="data (17)"
export IMPL_worstSetupPathType="flop to output pin"
export IMPL_die_w_um=80
export IMPL_regMostFlops="data"
export IMPL_synth_area_um2=696
export IMPL_first_pass_iters=4
export IMPL_fin_area_mm2=0.00107
export IMPL_largest_register_ffs=17
export IMPL_yosys_area_um2=696
export IMPL_logic_area_um2=335
export IMPL_syn_to_final_growth_pct=54.1
export IMPL_place_hpwl_mm=1.20
export IMPL_drive_gt1_share_pct=26.2
export IMPL_cts_tree="yes"
export IMPL_worstMarginPinSlew_ns=0.195
export IMPL_clock_path_buffers=2
export IMPL_synth_top_area_share_pct=48.9
export IMPL_viasPerCell=3.89
export IMPL_routed_wl_mm=1.54
export IMPL_top_area_cell="dfxtp_1"
export IMPL_setup_viol=0
export IMPL_worstPathArrival_ns=0.83
export IMPL_ys_seq_share_pct=48.9
export IMPL_grt_pass1_vias=577
export IMPL_pwr_share_seq_pct=55.1
export IMPL_antenna_found_initial=0
export IMPL_placed_cell_area_mm2=0.00103
export IMPL_die_y_um=80
export IMPL_register_area_um2=340
## worst paths after layout
check / start / to / slack, ns
worst min-delay path: addr[1] / data[16] / 0.32
worst max-delay path: data[16] / data[16] / 0.05
## repair_timing
item / 4_1_cts / 5_1_grt
gates cloned: 0 / 0
pin swaps: 3 / 1
endpoints found under the setup margin: 24 / 8
gates resized: 22 / 6
setup buffers: 1 / 0
## cell usage in the layout (no fill, tap or decap), types with 2 or more instances in the layout
cell type	instances
dlygate4sd2_1	18
dfxtp_1	17
buf_4	13
nor2_1	6
o21ai_1	5
ha_1	5
a21oi_1	3
nor3_1	3
nand2_1	3
a21boi_1	3
clkbuf_4	3
inv_2	2
nand3_1	2
nor2b_1	2
a21oi_2	2
dlymetal6s2s_1	2
## cell families (layout without fill, tap and decap cells)
logic type / Yosys count / count (layout) / share of synthesized area [%]
AND-OR/OR-AND: 16 / 16 / 14.4
adder cells (fa/ha/maj): 7 / 7 / 12.6
buffers and inverters: 7 / 42 / 6.65
flip-flops: 17 / 17 / 48.9
multiplexers: 1 / 1 / 1.44
AND/OR/NAND/NOR: 20 / 20 / 16.0
## per-layer routing
layer / part of all wire [%] / global-route usage [%]
met1: 48 / 5.86
met2: 40 / 7.87
met3: 11 / 3.07
met4: 0.45 / 0.176
met5: 0 / 0
## area by class of cell
type	instances	area share, %
multi-input cells	44	31.3
well taps	46	5.37
repair buffers	35	28.1
flip-flops and latches	17	31.7
clock buffers	4	2.45
inverters	3	1.05
## metrics by stage
step / setup slack (ns) / TNS, ns / util, % / instances / power, W
floorplan: 0.173 / 0 / - / 68 / 0.000767
global placement: -0.381 / -4.51 / 30.0 / 144 / 0.000922
detailed placement: -0.401 / -4.57 / 30.0 / 144 / 0.000922
CTS: 0.00369 / 0 / 30.9 / 149 / 0.00123
global route: 0.00736 / 0 / 31.4 / 149 / 0.00127
finish: 0.0496 / 0 / 31.4 / 149 / 0.00121
## power groups by stage
stage / sequential (W) / combinational [W] / clock (W)
5_1_grt: 0.000670 / 0.000251 / 0.000354
6_report: 0.000666 / 0.000223 / 0.000319
4_1_cts: 0.000667 / 0.000223 / 0.000335
Power and IR drop assume default switching activity.
